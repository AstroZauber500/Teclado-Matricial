**/design/flow/design.v**
```verilog
module seg7_control(
    input logic [3:0] dec, 
    output logic [6:0] seg,  
    output logic [3:0] anode  
);
    assign anode = 8'b11111111;
    always_comb begin  
        case(dec)
            4'b0000: seg [ 6 : 0 ] = 7'b1000000;  
            4'b0001: seg [ 6 : 0 ] = 7'b1111001;  
            4'b0010: seg [ 6 : 0 ] = 7'b0100100;  
            4'b0011: seg [ 6 : 0 ] = 7'b0110000;  
            4'b0100: seg [ 6 : 0 ] = 7'b0011001;  
            4'b0101: seg [ 6 : 0 ] = 7'b0010010;  
            4'b0110: seg [ 6 : 0 ] = 7'b0100000;  
            4'b0111: seg [ 6 : 0 ] = 7'b1111000;  
            4'b1000: seg [ 6 : 0 ] = 7'b0000000;  
            4'b1001: seg [ 6 : 0 ] = 7'b0011000;  
            4'b1010: seg [ 6 : 0 ] = 7'b0000000;  
            4'b1011: seg [ 6 : 0 ] = 7'b0000000;  
            4'b1100: seg [ 6 : 0 ] = 7'b1000000;  
            4'b1101: seg [ 6 : 0 ] = 7'b1000000;  
            4'b1110: seg [ 6 : 0 ] = 7'b1000000;  
            4'b1111: seg [ 6 : 0 ] = 7'b1000000;  
            default: seg [ 6 : 0 ] = 7'b1000000;  
        endcase
    end
endmodule
```
**/design/flow/run.sh**
```bash
#!/bin/bash
# OpenROAD 26Q1-2900-gdf79404cd8, Yosys 0.63+post, stock flow scripts
make -C /OpenROAD-flow-scripts/flow DESIGN_CONFIG=/design/flow/config.mk WORK_HOME=/design/flow/orfs finish
```
**/design/flow/config.mk**
```make
export PLATFORM = sky130hd
export DESIGN_NAME = seg7_control
export DESIGN_NICKNAME = seg7_control
export VERILOG_FILES = /design/flow/design.v
export SDC_FILE = /design/flow/constraint.sdc
export NUM_CORES = 4
export LEC_CHECK = 1
export CORE_AREA = 10 10 70 70
export DIE_AREA = 0 0 80 80
```
**/design/flow/constraint.sdc**
```tcl
current_design seg7_control

set clk_period 1.1
set clk_io_pct 0.2

create_clock -name clk0 -period $clk_period

set non_clock_inputs [all_inputs -no_clocks]
set_input_delay [expr $clk_period * $clk_io_pct] -clock clk0 $non_clock_inputs
set_output_delay [expr $clk_period * $clk_io_pct] -clock clk0 [all_outputs]
```
==> results.txt <==
Quick summary of the implementation run below.

The cell count after synthesis came out at 30. The initial antenna violation count came out at 0. The die area came out at 0.006400 mm². The minimum setup slack in the final design is -0.1205 ns. Per report_power, the combinational group accounts for 100.0% of the total.

Per the detail_route report, vias per standard cell equal 2.606. The library cell used most frequently in the layout, excluding fill and tap cells, is sky130_fd_sc_hd__buf_2. The total antenna diodes in the routed design is 0. The multi-input combinational cell area is 254.0 µm².

The netlist area before placement is 246.5 µm². The wire length of the first global-routing pass is 1.207 mm. The report puts the hold buffer count at CTS at 0. Counting the clock-network buffers in the layout gives 0. The proportion of total power due to net switching came out at 41.10%.

The post-detailed-route count of antenna-violating nets is 0. The run finished, with violations left. In the final layout, the fill cell count is 387. The final weighted congestion in routability-driven placement is 0.7443. The standard cell core area came out at 0.003416 mm². Setup repair after global routing could not meet its margin everywhere.

The yosys synthesis chip area is 246.5 µm². The share of Yosys cell area claimed by the top area cell type is 30.46%. The switching power came out at 56.13 µW.

The total detailed-routing wirelength came out at 723 µm. Dividing total power by cell area gives a power density of 276.3 mW/mm². Checking hold timing, the worst path is listed with class primary input to primary output. Yosys mapped the design onto 14 distinct sky130hd cell types.

The post-detailed-route DRC marker count came out at 0. The final count of pins violating max slew is 0. The post-synthesis to final-layout area growth came out at 100.5%. The proportion of layout cells with a drive suffix above 1 is 64.58%. In the Yosys report, the sequential cells make up 0% of the chip area. The peak fanout along the critical path is 4. The category of the most critical setup path is primary input to primary output. The first element of the critical path is dec[1]. The count of endpoints failing hold in the final timing report is 0. The number of global-route vias before repair is 255. Global routing used 2.147% of the available tracks across all layers. In this run the most critical hold path is launched from dec[3]. The flow reports that sequential cells draw 0% of the design power. The count of instantiated cells in the yosys netlist is 30. The effective utilization at floorplan came out at 7.216%. The number of top-level design ports came out at 15. The maximum achievable frequency came out at 0.8193 GHz.

STA classifies the critical path endpoint as a primary output. The number of failing setup endpoints in the final timing report came out at 5. The final global-route overflow total came out at 0. The final reports fail on negative setup slack. The number of maximum-capacitance constraint violations is 0.

The pre-antenna-repair detailed-routing pass consisted of 3 iterations. The worst IR drop on VDD came out at 0.00004345 V. The arrival time of data at the critical path endpoint came out at 1.00 ns. According to the floorplan log, the row count is 21. Cells fill 14.47% of the core in the end. The detailed placer's ending HPWL is 580.3 µm. The post-route minimum period came out at 1.221 ns. The power report puts the leakage power at 0.2287 nW. The critical path endpoint has a required time of 0.88 ns. Entering global routing, the biggest net connects 6 pins. During placement, the flow inserted port buffers numbering 11.

The die is 80 µm tall. The die is 80 µm wide. The part of the cycle the worst path needs came out at 111.0%.

For this block, the initial DRC count from the detailed router was 3. Summing over every cut layer, the via total after detailed routing is 245. The worst slack on hold paths came out at 0.8236 ns. STA classifies the critical path startpoint as a primary input. The internal portion of the total power is 80.45 µW.

Leaving out fill and tap cells, the most frequent cells in the layout are sky130_fd_sc_hd__buf_2, sky130_fd_sc_hd__buf_6, sky130_fd_sc_hd__buf_4, sky130_fd_sc_hd__conb_1. The clock network fraction of design power is 0%. The design has 0 sequential cells.

OpenROAD emitted warnings numbering 39. In the final routed layout, each cell accounts on average for 7.691 µm. The total area of sequential cells came out at 0 µm².

The warning count from the yosys run is 1. Sorting the synthesized cells by area gives the leading types as sky130_fd_sc_hd__ha_1, sky130_fd_sc_hd__mux2i_1, sky130_fd_sc_hd__buf_4. The mean area per synthesized cell is 8.216 µm². The largest total area in the synthesized netlist belongs to sky130_fd_sc_hd__ha_1.
-- cells by family after synthesis --
family | count (synthesis) | share of synthesized area (%)
AOI/OAI and AO/OA | 4 | 11.68
adders and majority gates | 6 | 30.46
buffers and inverters | 9 | 25.89
muxes | 3 | 12.18
other | 1 | 1.521
and+or+nand+nor | 7 | 18.28
-- synthesized netlist by cell type --
cell                       n
sky130_fd_sc_hd__inv_1     3
sky130_fd_sc_hd__conb_1    1
sky130_fd_sc_hd__mux2i_1   3
sky130_fd_sc_hd__nor2_1    3
sky130_fd_sc_hd__ha_1      6
sky130_fd_sc_hd__a211oi_1  1
sky130_fd_sc_hd__nor2b_1   1
sky130_fd_sc_hd__buf_6     2
sky130_fd_sc_hd__o22ai_1   2
sky130_fd_sc_hd__o22a_1    1
sky130_fd_sc_hd__nor3b_1   1
sky130_fd_sc_hd__nand2b_4  1
sky130_fd_sc_hd__nand2b_1  1
sky130_fd_sc_hd__buf_4     4
-- through the flow --
stage / cell area (µm²) / power, mW / TNS [ns] / setup WS, ns / std cells
floorplan: 257.7 / 0.05906 / 0 / 0.1792 / 33
global placement: 425.4 / 0.1196 / -5.919 / -0.9733 / 91
detailed placement: 425.4 / 0.1203 / -5.932 / -0.9791 / 91
CTS: 501.7 / 0.1387 / -0.6622 / -0.1382 / 94
global route: 494.2 / 0.1525 / -0.7600 / -0.2049 / 94
finish: 494.2 / 0.1366 / -0.4635 / -0.1205 / 94
-- per-layer routing --
| metal | up-vias | routed length, µm | GRT usage (%) |
|---|---|---|---|
| li1 | 128 | - | - |
| met1 | 107 | 307 | 2.703 |
| met2 | 10 | 310 | 3.531 |
| met3 | 0 | 105 | 0.9091 |
| met4 | 0 | 0 | 0 |
| met5 | - | 0 | 0 |
-- final timing paths --
| kind | endpoint | slack, ns | depth (start not counted) |
|---|---|---|---|
| worst max-delay path | seg[3] | -0.12 | 8 |
| worst min-delay path | seg[5] | 0.82 | 4 |
-- power groups by stage --
| stage | registers, mW | clock network (mW) | logic, mW |
|---|---|---|---|
| after global routing | 0 | 0 | 0.153 |
| final | 0 | 0 | 0.137 |
| after CTS | 0 | 0 | 0.139 |
-- layout make-up --
cell class | instances | share of cell area [%]
Multi-Input combinational cell | 24 | 51.39
Timing Repair Buffer | 21 | 34.18
Tap cell | 46 | 11.65
Inverter | 3 | 2.785
-- repair_timing --
item	4_1_cts	5_1_grt
endpoints found under the setup margin	7	7
gates resized	53	4
pin swaps	6	5
buffers inserted	3	0
-- worst max-delay path: stages --
cell	delay (ns)
sky130_fd_sc_hd__buf_8	0.07
sky130_fd_sc_hd__inv_4	0.03
sky130_fd_sc_hd__buf_6	0.11
sky130_fd_sc_hd__buf_6	0.11
sky130_fd_sc_hd__ha_4	0.14
sky130_fd_sc_hd__mux2i_1	0.11
sky130_fd_sc_hd__o22ai_1	0.08
sky130_fd_sc_hd__buf_2	0.12
Power figures rest on the tool's default switching activity, not on a simulated workload.
