===== design/flow/run.sh =====
#!/bin/bash
# OpenROAD 26Q1-2900-gdf79404cd8, Yosys 0.63+post, stock flow scripts
make -C /OpenROAD-flow-scripts/flow DESIGN_CONFIG=/design/flow/config.mk WORK_HOME=/design/flow/orfs finish

===== design/flow/config.mk =====
export PLATFORM = sky130hd
export DESIGN_NAME = module_top
export DESIGN_NICKNAME = module_top
export VERILOG_FILES = /design/flow/design.v
export SDC_FILE = /design/flow/constraint.sdc
export NUM_CORES = 4
export LEC_CHECK = 1
export CORE_UTILIZATION = 40

===== design/flow/constraint.sdc =====
current_design module_top

set clk_period 6.8
set clk_io_pct 0.2

create_clock -name clk0 -period $clk_period [get_ports {clk}]

set non_clock_inputs [all_inputs -no_clocks]
set_input_delay [expr $clk_period * $clk_io_pct] -clock clk0 $non_clock_inputs
set_output_delay [expr $clk_period * $clk_io_pct] -clock clk0 [all_outputs]

===== design/flow/design.v =====
module module_7_segments # (
    parameter DISPLAY_REFRESH = 27000
)(
    input clk_i,
    input rst_i,
    input [15 : 0] bcd_i,   
    output reg [3 : 0] anodo_o,   
    output reg [6 : 0] catodo_o,
);
    localparam WIDTH_DISPLAY_COUNTER = $clog2(DISPLAY_REFRESH);
    reg [WIDTH_DISPLAY_COUNTER - 1 : 0] cuenta_salida;
    reg [3 : 0] digito_o;
    reg en_conmutador;
    reg [1:0] contador_digitos;   
    always @ (posedge clk_i) begin
        if(!rst_i) begin
            cuenta_salida <= DISPLAY_REFRESH - 1;
            en_conmutador <= 0;
        end
        else begin
            if(cuenta_salida == 0) begin
                cuenta_salida <= DISPLAY_REFRESH - 1;
                en_conmutador <= 1;
            end
            else begin
                cuenta_salida <= cuenta_salida - 1'b1;
                en_conmutador <= 0;
            end
        end
    end
    always @ (posedge clk_i) begin
        if(!rst_i) begin
            contador_digitos <= 0;
        end
        else begin 
            if(en_conmutador == 1'b1) begin
                contador_digitos <= contador_digitos + 1'b1;
            end
            else begin
                contador_digitos <= contador_digitos;
            end
        end
    end
    always @(contador_digitos) begin
        digito_o = 0;
        anodo_o = 4'b1111;   
        case(contador_digitos) 
            2'b00 : begin
                anodo_o  = 4'b1110;   
                digito_o = bcd_i [3 : 0];    
            end
            2'b01 : begin
                anodo_o  = 4'b1101;   
                digito_o = bcd_i [7 : 4];    
            end
            2'b10 : begin
                anodo_o  = 4'b1011;   
                digito_o = bcd_i [11 : 8];   
            end
            2'b11 : begin
                anodo_o  = 4'b0111;   
                digito_o = bcd_i [15 : 12];  
            end
            default: begin
                anodo_o  = 4'b1111;
                digito_o = 0;
            end
        endcase
    end
    always @ (digito_o) begin
        catodo_o  = 7'b1111111;
        case(digito_o)
            4'd0: catodo_o  = 7'b1000000;
            4'd1: catodo_o  = 7'b1111001;
            4'd2: catodo_o  = 7'b0100100;
            4'd3: catodo_o  = 7'b0110000;
            4'd4: catodo_o  = 7'b0011001;
            4'd5: catodo_o  = 7'b0010010;
            4'd6: catodo_o  = 7'b0000010;
            4'd7: catodo_o  = 7'b1111000;
            4'd8: catodo_o  = 7'b0000000;
            4'd9: catodo_o  = 7'b0010000;
            default: catodo_o  = 7'b1111111;
        endcase
    end
endmodule
module bin_decimal (
    input [11:0] binario,   
    output reg [15:0] bcd    
);
    integer i;
    always @(*) begin
        bcd = 16'b0;   
        for (i = 0; i < 12; i = i + 1) begin
            if (bcd[3:0] >= 5) 
                bcd[3:0] = bcd[3:0] + 4'd3;
            if (bcd[7:4] >= 5) 
                bcd[7:4] = bcd[7:4] + 4'd3;
            if (bcd[11:8] >= 5) 
                bcd[11:8] = bcd[11:8] + 4'd3;
            if (bcd[15:12] >= 5) 
                bcd[15:12] = bcd[15:12] + 4'd3;
            bcd = {bcd[14:0], binario[11-i]};  
        end
    end
endmodule
module col_shift_register (
    input logic slow_clk,           
    input logic rst,                
    input logic key_pressed,
    output logic [3:0] col_shift_reg,  
    output logic [1:0] column_index   
);
    always_ff @(posedge slow_clk) begin
        if (!rst) begin
            col_shift_reg <= 4'b0001;     
            column_index <= 2'b0;         
        end else if (!key_pressed) begin      
            col_shift_reg <= {col_shift_reg[2:0], col_shift_reg[3]};
            column_index <= column_index + 1;   
        end
    end
endmodule
module debouncer(
    input clk,              
    input rst,              
    input noisy_signal,     
    output reg clean_signal  
);
    parameter DEBOUNCE_TIME = 27000;  
    reg [15:0] counter;               
    always @(posedge clk or negedge rst) begin
        if (!rst) begin
            counter <= 0;
            clean_signal <= 0;
        end
        else begin  
            if (noisy_signal == clean_signal) begin
                counter <= 0;   
            end
            else begin
                counter <= counter + 1;
                if (counter >= DEBOUNCE_TIME) begin
                    clean_signal <= noisy_signal;  
                    counter <= 0;
                end
            end
        end
    end
endmodule
module freq_divider (
    input logic clk,          
    input logic rst,          
    output logic slow_clk     
);
    logic [24:0] clk_divider_counter;
    initial begin
        slow_clk = 1'b0;  
    end
    always_ff @(posedge clk) begin
        if (!rst) begin
            clk_divider_counter <= 25'd0;  
            slow_clk <= 1'b0;              
        end else begin
            if (clk_divider_counter == 25'd27000 - 1) begin  
                slow_clk <= ~slow_clk;         
                clk_divider_counter <= 25'd0;  
            end else begin
                clk_divider_counter <= clk_divider_counter + 1;  
            end
        end
    end
endmodule
module input_control (
    input logic clk,
    input logic rst,
    input logic [3:0] key_value,
    input logic key_pressed,
    output logic [11:0] acumulador  
);
    logic key_pressed_prev;  
    always @(posedge clk or negedge rst) begin
        if (!rst) begin
            acumulador <= 12'b000000000000;  
            key_pressed_prev <= 1'b0;  
        end
        else begin
            if (key_pressed && !key_pressed_prev) begin
                acumulador <= acumulador + {8'b0, key_value};  
            end
            key_pressed_prev <= key_pressed;  
        end
    end
endmodule
module row_scanner (
    input logic slow_clk,
    input logic rst,
    input logic [3:0] col_shift_reg,
    input logic [3:0] row_in,
    output logic [3:0] key_value,
    output logic key_pressed
);
    always_comb begin
        key_value = 4'b0000;
        key_pressed = 0;
            case (col_shift_reg)
                4'b0001 :  case (row_in)  
                                4'b1000 : key_value = 4'b0001;   
                                4'b0100 : key_value = 4'b0100;   
                                4'b0010 : key_value = 4'b0111;   
                                4'b0001 : key_value = 4'b0000;   
                           endcase
                4'b0010 :  case (row_in)  
                                4'b1000 : key_value = 4'b0010;   
                                4'b0100 : key_value = 4'b0101;   
                                4'b0010 : key_value = 4'b1000;   
                                4'b0001 : key_value = 4'b0000;   
                           endcase
                4'b0100 :  case (row_in)  
                                4'b1000 : key_value = 4'b0011;   
                                4'b0100 : key_value = 4'b0110;   
                                4'b0010 : key_value = 4'b1001;   
                                4'b0001 : key_value = 4'b0000;   
                           endcase
                4'b1000 :  case (row_in)  
                                4'b1000 : key_value = 4'b0000;   
                                4'b0100 : key_value = 4'b0000;   
                                4'b0010 : key_value = 4'b0000;   
                                4'b0001 : key_value = 4'b0000;   
                           endcase
            endcase
            if (row_in != 4'b0000) begin
                key_pressed = 1;
            end  
        end
endmodule
module module_top (
    input logic clk,
    input logic rst,
    input logic [3:0] row_in,
    output logic [3:0] col_out,
    output logic [6:0] catodo_po,
    output logic [3:0] anodo_po,
    output logic [12:0] acumulador
);
    logic slow_clk;
    logic [3:0] column_index;
    logic [3:0] key_value;
    logic [3:0] clean_rows;
    logic key_pressed;
    logic [3:0] col_shift_reg;
    assign col_shift_reg = col_out;
    freq_divider divisor_inst (
        .clk(clk),
        .rst(rst),
        .slow_clk(slow_clk)
    );
    col_shift_register registro_inst (
        .slow_clk(slow_clk),
        .rst(rst),
        .key_pressed(key_pressed),
        .col_shift_reg(col_out),
        .column_index(column_index)
    );
    genvar i;
    generate
        for (i = 0; i < 4; i = i + 1) begin : debouncer_loop
            debouncer debounce_inst (
                .clk(clk),
                .rst(rst),
                .noisy_signal(row_in[i]),
                .clean_signal(clean_rows[i])
            );
        end
    endgenerate
    row_scanner scanner_inst (
        .slow_clk(slow_clk),
        .rst(rst),
        .col_shift_reg(col_out),
        .row_in(clean_rows),
        .key_value(key_value),
        .key_pressed(key_pressed)
    );
    input_control control_inst (
        .clk(clk),
        .rst(rst),
        .key_value(key_value),
        .key_pressed(key_pressed),
        .acumulador(acumulador)
    );
    bin_decimal converter_inst (
        .binario(acumulador),
        .bcd(bcd)
    );
    module_7_segments display_inst (
        .clk_i(clk),
        .rst_i(rst),
        .bcd_i(bcd),
        .anodo_o(anodo_po),
        .catodo_o(catodo_po)
    );
endmodule

==> impl_metrics.csv <==
group,metric,value,unit
timing,whs,0.413,ns
synth,ys_warn_count,13,
finish,drive_gt1_share,6.55,%
setup_path,rrSetupSlack,3.85,ns
finish,largest_reg_flops,64,
run_status,status,"complete, no violations",
synth,netlist_instances,676,
drt,drc,0,
synth,muxShareOfSynthArea,1.05,%
synth,xor_share,11.4,%
die,die_area,16300,um2
setup_path,timing.rr.start,"debouncer_loop[1].debounce_inst.clean_signal$_DFFE_PN0P_",
timing,worst_pin_slew,0.677,ns
power_and_ir_drop,p_seq_share,40.6,%
setup_path,end_kind,"output port",
clock_tree,clkLatencyLatePin,0.41,ns
place,dp_hpwl,7570,um
timing,fmax,323,MHz
clock_tree,cts_setup_buffers,0,
timing,setup_viol,0,
drt,antennaDiodeCount,0,
clock_tree,cts_inserted_buffers,17,
global_route,antenna_found_initial,0,
synth,fa_ha_area_share,3.89,%
power_and_ir_drop,vdd_drop_max,0.178,mV
drt,avgRoutedWirePerCell,12.3,um
place,port_buffers,29,
power_and_ir_drop,switching_power,0.430,mW
timing,slew_headroom,54.2,%
setup_path,crit_path_max_fanout,4,
finish,fillers,1353,
timing,unconstrained_endpoints,8,
synth,syn_area,6310,um2
clock_tree,htree_num_levels,4,
global_route,grt-ovfl-total,0,
hold_path,hp-start,"display_inst.cuenta_salida[0]$_SDFF_PP1_",
timing,finalHoldViolCount,0,
global_route,grt_start_max_net_pins,52,
timing,maxSlewViolCount,0,
setup_path,crit_type,"reg -> out",
synth,ys_seq_share,47.3,%
timing,fin_tns_setup,0,ns
die,num_rows,45,
power_and_ir_drop,p_per_area,266,nW/um2
global_route,grt_pass1_vias,4328,
power_and_ir_drop,clockPowerShare,50.8,%
run,warnings,36,
die,initCoreUtil,41.2,%
setup_path,worstPathRequired,5.44,ns
synth,synth-seq-cells,129,
synth,edf_count,0,
synth,simple_gate_area_share,23.5,%
synth,synth_chip_area,6310,um2
power_and_ir_drop,combPwrFrac,8.6,%
timing,skew,0.00531,ns
timing,finalCritPeriodShare,45.5,%
finish,regMostFlops,"debouncer_loop.debounce_inst.counter",
drt,vias,4631,
setup_path,worstPathArrival,1.73,ns
hold_path,hold_depth,1,
die,core,15300,um2
die,io-pin-count,34,
drt,ant_nets,0,
clock_tree,cts_tree,"done",
clock_tree,cts_root_buf,"clkbuf_16",
synth,ff_type,"dfrtp_1",
hold_path,hold_path_end,"display_inst.cuenta_salida[0]$_SDFF_PP1_",
finish,syn_to_final_growth,17.7,%
setup_path,rr_endpoint,"control_inst.acumulador[10]$_DFFE_PN0P_",
synth,aoi_share,8.03,%
clock_tree,clk_path_buf_depth,2,
run,maxCapViolCount,0,
drt,vias_per_cell,4.98,
global_route,grt_pass1_wl,20300,um
timing,rsz0062_at_grt,"no",
global_route,grt.total_usage,15.5,%
synth,topCombFamilyByArea,"simple AND/OR/NAND/NOR gates",
hold_path,hold_path_class,"reg -> reg",
place,gp_congestion,0.826,
power_and_ir_drop,switching_share,21.7,%
drt,drt_wl_total,11400,um
die,fp.dieH,128,um
drt,drt_iter0_drc,201,
setup_path,critPathLaunchType,"flop",
clock_tree,ctsHoldBuffers,0,
clock_tree,clkTransAtPathRegs,0.05,ns
drt,first_pass_iters,5,
synth,ys_async_sr_fraction,62.8,%
synth,yosysUniqueCellTypes,54,
synth,yosys-stat-cells,676,
power_and_ir_drop,p_leak,2.96,nW
synth,syn_area_per_cell,9.34,um2
finish,final_util,48.5,%
finish,reg_top3,"debouncer_loop.debounce_inst.counter x64, divisor_inst.clk_divider_counter x25, display_inst.cuenta_salida x15",
timing,min_period,3.09,ns
setup_path,reg2regPathDepth,9,
power_and_ir_drop,intPower,1.55,mW
timing,unclocked_regs,4,
clock_tree,cts_resized,0,
die,die_width,128,um
per-stage QoR:
stage,cell area (um2),power (mW),worst slack [ns],instances
final,7430,1.98,3.71,929
after CTS,7430,2.00,3.66,929
after global routing,7430,2.06,3.60,929
after detailed placement,6770,0.990,3.85,897
after global placement,6770,0.984,3.87,897
after floorplan,6330,0.920,4.18,682
placed cells by master (no fill, tap or decap), drive strengths merged, types with 3 or more instances in the layout:
| cell | instances |
|---|---|
| o21a | 3 |
| o21ai | 19 |
| clkinv | 6 |
| a41oi | 3 |
| a21o | 4 |
| xnor2 | 46 |
| nor2b | 3 |
| a21oi | 27 |
| clkdlybuf4s50 | 28 |
| nand3 | 32 |
| nor3 | 21 |
| dfxtp | 48 |
| nor2 | 97 |
| a31oi | 5 |
| and3 | 7 |
| or2 | 5 |
| inv | 39 |
| conb | 8 |
| or4 | 7 |
| xor2 | 36 |
| nand4 | 22 |
| bufinv | 6 |
| mux2 | 5 |
| and4 | 10 |
| nand2 | 40 |
| nor4 | 17 |
| o31ai | 7 |
| ha | 18 |
| clkbuf | 18 |
| buf | 5 |
| dfrtp | 81 |
| or3 | 15 |
critical path, stage by stage (launching register included):
cell and delay [ns]:
dfxtp_1 0.34, inv_1 0.10, ha_1 0.20, and2_1 0.20, clkdlybuf4s50_1 0.48
cells by family (layout without fill, tap and decap cells):
logic type               Yosys count  count (layout)
XOR/XNOR                          82              82
flip-flops                       129             129
AND/OR/NAND/NOR                  289             289
buffers and inverters             68             104
multiplexers                       6               6
other                              2               8
AND-OR/OR-AND                     81              81
adder cells (fa/ha/maj)           19              19
layout make-up:
cell class	count	area (um2)	area share [%]
Multi-Input combinational cell	485	3050	41.1
Sequential cell	129	2990	40.2
Clock buffer	18	439	5.91
Timing Repair Buffer	33	318	4.28
Tap cell	211	264	3.55
Clock inverter	14	221	2.98
Inverter	39	146	1.97
layer usage:
metal  GRT usage [%]  part of all wire (%)  vias up
li1                -                     -     2390
met1            24.5                    51     2175
met2            23.4                    45       60
met3            3.37                   3.6        6
met4            1.80                  0.80        0
met5               0                     0        -
worst max path at each step:
stage	start	end	slack, ns	cells past startpoint
after CTS	display_inst.contador_digitos[0]$_SDFFE_PN0P_	catodo_po[5]	3.66	4
after global routing	display_inst.contador_digitos[0]$_SDFFE_PN0P_	catodo_po[4]	3.60	4
final	display_inst.contador_digitos[0]$_SDFFE_PN0P_	catodo_po[5]	3.71	4
cells in the mapped netlist, types with 3 or more instances:
cell	instances	area, um2
nor2_1	97	364
dfrtp_1	81	2030
dfxtp_1	48	961
xnor2_1	46	403
nand2_1	40	150
inv_1	39	146
xor2_1	36	315
nand3_1	32	160
a21oi_1	27	135
nand4_1	22	138
nor3_1	21	105
ha_1	18	225
o21ai_0	16	80.1
nor4_1	15	93.8
or3_1	15	93.8
clkbuf_1	14	52.6
and4_1	10	87.6
buf_4	8	60.1
and3_1	7	43.8
o31ai_1	7	52.6
or4_1	7	52.6
buf_2	6	30.0
a31oi_1	5	31.3
mux2_2	5	56.3
or2_2	5	31.3
a21o_1	4	30.0
a41oi_1	3	26.3
nor2b_1	3	18.8
o21a_1	3	22.5
o21ai_1	3	15.0
power groups by stage:
stage | Sequential (mW) | Combinational, mW | Clock, mW
6_report | 0.804 | 0.169 | 1.01
5_1_grt | 0.808 | 0.192 | 1.06
4_1_cts | 0.804 | 0.173 | 1.03
Power and IR drop assume default switching activity.
